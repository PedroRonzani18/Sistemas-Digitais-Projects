[/design/flow/run.sh]
#!/bin/bash
# OpenROAD 26Q1-2900-gdf79404cd8, Yosys 0.63+post, stock flow scripts
make -C /OpenROAD-flow-scripts/flow DESIGN_CONFIG=/design/flow/config.mk WORK_HOME=/design/flow/orfs finish
[/design/flow/config.mk]
export PLATFORM = sky130hd
export DESIGN_NAME = contadorDecada
export DESIGN_NICKNAME = contadorDecada
export VERILOG_FILES = /design/flow/design.v
export SDC_FILE = /design/flow/constraint.sdc
export NUM_CORES = 4
export LEC_CHECK = 1
export CORE_AREA = 10 10 99 99
export DIE_AREA = 0 0 109 109
[/design/flow/constraint.sdc]
current_design contadorDecada

set clk_period 4.1
set clk_io_pct 0.2

create_clock -name clk0 -period $clk_period [get_ports {CLOCK_50}]

set non_clock_inputs [all_inputs -no_clocks]
set_input_delay [expr $clk_period * $clk_io_pct] -clock clk0 $non_clock_inputs
set_output_delay [expr $clk_period * $clk_io_pct] -clock clk0 [all_outputs]
[/design/flow/design.v]
module contadorDecada (CLOCK_50, HEX0, SW);
input CLOCK_50;
output  [0:6] HEX0;
input [17:0] SW;
wire preset, reset;
reg [3:0] Q;  
wire novo_clock;
assign preset = SW[16]; 
assign reset = SW[17];
divisor div2 (reset,CLOCK_50,novo_clock);	
initial
	begin
		Q <= 4'b0000;
	end
always @ (posedge novo_clock or posedge reset or posedge preset)  
	begin
		if (reset == 1'b1)
			begin
				Q <= 4'b0000;
			end
		else if(preset == 1'b1)
			begin
				Q <= 4'b1001;
			end
		else if(Q == 4'b1001)
			begin
				Q <= 4'b0000;
			end
		else
			begin
				Q <= Q + 1'b1;
			end
	end
decodBCD bloco(Q[3:0],HEX0[0:6]);
endmodule
module decodBCD(SW,HEX0);
	input [3:0]SW;
	output reg [0:6]HEX0;  
	always@(*)
	begin
		case(SW)						 
			4'b0000 : HEX0[0:6] = 7'b0000001;  
			4'b0001 : HEX0[0:6] = 7'b1001111;  
			4'b0010 : HEX0[0:6] = 7'b0010010;  
			4'b0011 : HEX0[0:6] = 7'b0000110;  
			4'b0100 : HEX0[0:6] = 7'b1001100;  
			4'b0101 : HEX0[0:6] = 7'b0100100;  
			4'b0110 : HEX0[0:6] = 7'b0100000;  
			4'b0111 : HEX0[0:6] = 7'b0001111;  
			4'b1000 : HEX0[0:6] = 7'b0000000;  
			4'b1001 : HEX0[0:6] = 7'b0000100;  
			default : HEX0[0:6] = 7'b1111111;  
		endcase
	end
endmodule
module divisor(reset,CLOCK_50,novo_clock);
	input reset;
	input CLOCK_50;
	output novo_clock;  
	reg [23:0] Q;  
	initial
	begin
		Q = 24'b000;
	end
	always @ (posedge CLOCK_50 or posedge reset)
	begin
		if(reset == 1'b1)
		begin
			Q = 24'b000;
		end
		else
			begin
			Q = Q+1;
			end
	end
	assign novo_clock = Q[23];
endmodule
==> Slide: Implementation Results <==
Key Metrics from the Run

Layout
  • Final Cell Area: 1690 µm²
  • Share of cells above drive strength 1: 0.0764
  • Logic area: 688 µm²
  • Non-Filler Instances: between 200 and 250
  • Final design utilization: 0.219
  • Register area: 716 µm²
  • Fillers: ~820
  • P&R area growth vs syn: 18.1%

Yosys
  • Yosys cell types: 27
  • Synth flops: 28
  • Cell count after synthesis: roughly 130
  • Post-synthesis sequential area ratio: 0.499
  • Synth warn: 4
  • Mean Syn Cell Area: 10.8 µm²
  • Yosys chip area: 1430 µm²
  • Netlist Area Pre-Place: 1430 µm²
  • # Cells Yosys: 133

Placed design
  • Cell total after placement: roughly 240
  • Placed cell area: around 1700 µm²
  • Placer Congestion: ~0.75
  • Number of port buffers: 9
  • DP HPWL: 1590 µm

Floorplanning
  • Rows: 32
  • Initial Utilization: 0.186
  • I/O pin cnt: 26
  • Die Footprint: between 10000 and 15000 µm²
  • Die Y: between 100 and 150 µm
  • Die width: 109 µm
  • Core area: a little under 8000 µm²

Final timing
  • Setup Skew: 3.00 ps
  • Max_slew headroom: 0.746
  • Endpoints left unconstrained: 11
  • Tmin final: 1620 ps
  • Register pins left without a clock: 4
  • Final Max Slew Viols: 0
  • Fin crit share: 0.396
  • Setup TNS: 0 ps
  • Setup violators final: 0
  • RSZ-0062 raised after global routing: false
  • Maximum clock rate: 0.616 GHz
  • Final Hold Violation Tally: 0
  • Worst-Margin Slew: 378 ps

Clock tree
  • Clk latency late pin: 260 ps
  • Hold-fix buffer count after cts: 0
  • H-tree Lvls: 1
  • CTS Buf Count: 3
  • Postcts setup bufs: 0
  • Clock root cell: clkbuf_8
  • CTS tree: done
  • Resized cells post-CTS: 0
  • Clk buf depth: 2
  • CTS clk-pin slew, worst paths: 80 ps

Detailed routing
  • DRT Pass-1 Iters: 4
  • Residual DRC: 0
  • Post-detailed-route wirelength per cell: 8.98 µm
  • DR vias: between 800 and 900
  • Wirelength, routed: 2210 µm
  • Vias/cell: 3.61
  • Starting DRC count in detailed routing: between 40 and 50
  • N_diodes: 0
  • Routed Antenna Nets: 0

Flow run
  • Log Warnings: around 45
  • Max cap viols: 0

Critical path
  • WP data arrival: 1810 ps
  • Crit path DRT: 4290 ps
  • Type of the worst setup path: reg2reg
  • Worst Setup SP: div2.Q[0]
  • Crit-path cells: ha_1 > nand3_1 > nor2_4 > nor4b_2 > xor2_1
  • Worst-path fanout max: 7
  • End of the worst register-to-register path: div2.Q[14]
  • CP Capture Type: flop
  • Crit path launch type: flop
  • CP peak stage delay: 440 ps
  • Flop2flop setup slack: between 2000 and 2500 ps
  • R2r startpoint: div2.Q[0]
  • Worst Setup EP: div2.Q[14]
  • Reg2reg path depth: 5
  • Slowest-stage cell, CP: dfrtp_1

Power and ir drop
  • Maximum VDD drop: 0.0964 mV
  • Cell Pwr Density: 224 nW/µm²
  • Lkg Pwr: around 0.8 nW
  • Tot Pwr: 0.379 mW

Global route
  • Pin count of the biggest net entering global routing: 28
  • First-pass GRT wire length: 4070 µm
  • Vias in the first global route: 894
  • Initial antenna violation count: 0
  • Gr usage total: 0.0400
  • GRT overflow: 0

Run status
  • Status: completed

Hold path
  • Worst Hold Class: reg2reg
per-stage QoR:
step | hold slack (ps) | setup WS [ps]
detailed placement | 461 | 2490
finish | 471 | 2480
global placement | 459 | 2510
floorplan | 438 | 2700
CTS | 472 | 2470
global route | 503 | 2300
critical path, delay by kind of cell (launching register included):
family                     cells  cell delay (ps)
xor gates and xnor gates       1              160
adders and majority gates      1              220
DFF                            1              440
and+or+nand+nor                3              720
routing by layer:
| metal | track usage | wire, µm |
|---|---|---|
| met1 | 0.0599 | 1170 |
| met2 | 0.0578 | 893 |
| met3 | 0.00896 | 111 |
| met4 | 0.00847 | 29 |
| met5 | 0 | 0 |
layout by cell type, fill, tap and decap left out, types with 2 or more instances in the layout:
| cell type | instances |
|---|---|
| clkdlybuf4s50_1 | 9 |
| nor4_1 | 2 |
| a21oi_1 | 8 |
| xor2_1 | 9 |
| xnor2_1 | 14 |
| dfrtp_1 | 26 |
| nor2b_1 | 2 |
| ha_1 | 6 |
| clkbuf_8 | 3 |
| nand2_1 | 9 |
| and4_1 | 2 |
| dfbbp_1 | 2 |
| nand2b_1 | 3 |
| nand3_1 | 9 |
| inv_1 | 6 |
| nor2_1 | 17 |
| nand4_4 | 2 |
| nand4_1 | 4 |
power breakdown:
group	switching [mW]	internal, mW	total [mW]
registers	0	0.237	0.237
logic	0.00606	0.00259	0.00865
clock network	0.0674	0.0655	0.133
total	0.0735	0.305	0.379
cells in the mapped netlist, drive strengths merged:
master / n / area share
mux2i: 1 / 0.0070
nand3: 10 / 0.038
a21oi: 8 / 0.028
nor4: 3 / 0.024
xor2: 9 / 0.055
inv: 6 / 0.016
a22o: 1 / 0.0061
or2: 1 / 0.0044
dfbbp: 2 / 0.045
nand4: 6 / 0.047
and3: 1 / 0.0044
nand2: 9 / 0.024
nor2b: 2 / 0.0087
nor3: 1 / 0.0035
clkbuf: 2 / 0.0052
nor4b: 1 / 0.010
dfrtp: 26 / 0.45
nand2b: 3 / 0.013
ha: 6 / 0.052
a31oi: 1 / 0.0044
nor2: 18 / 0.052
and4: 2 / 0.012
xnor2: 14 / 0.086
cell families (layout without fill, tap and decap cells):
group                      Yosys count  count (layout)  share of synthesized area
and+or+nand+nor                     57              57                      0.242
buffers and inverters                8              19                     0.0209
adders and majority gates            6               6                     0.0524
AOI/OAI and AO/OA                   10              10                     0.0384
muxes                                1               1                    0.00698
DFF                                 28              28                      0.499
xor gates and xnor gates            23              23                      0.140
registers in the layout, summed over array words and instances, names as in the netlist:
| signal | flops |
|---|---|
| Q | 4 |
| div2.Q | 24 |
layout make-up:
type                    instances  share of cell area
clock buffers                   3              0.0244
well taps                     102              0.0754
flip-flops and latches         28               0.423
multi-input cells              97               0.407
repair buffers                 10              0.0576
inverters                       6              0.0133
how the worst min path moves through the flow:
stage | startpoint | to | slack (ps) | depth (start not counted)
5_1_grt | div2.Q[21] | div2.Q[21] | 500 | 1
4_1_cts | div2.Q[21] | div2.Q[21] | 470 | 1
6_report | div2.Q[21] | div2.Q[21] | 470 | 1
Power is estimated from default activity; no workload was simulated.
