==> flow/design.v <==
module decodificadorComportamental(SW,HEX0);
	input [3:0]SW;
	output reg [0:6]HEX0;  
	always@(*)
	begin
		case(SW)						 
			4'b0000 : HEX0[0:6] = 7'b0000001;  
			4'b0001 : HEX0[0:6] = 7'b1001111;  
			4'b0010 : HEX0[0:6] = 7'b0010010;  
			4'b0011 : HEX0[0:6] = 7'b0000110;  
			4'b0100 : HEX0[0:6] = 7'b1001100;  
			4'b0101 : HEX0[0:6] = 7'b0100100;  
			4'b0110 : HEX0[0:6] = 7'b0100000;  
			4'b0111 : HEX0[0:6] = 7'b0001111;  
			4'b1000 : HEX0[0:6] = 7'b0000000;  
			4'b1001 : HEX0[0:6] = 7'b0000100;  
			default : HEX0[0:6] = 7'b1111111;  
		endcase
	end
endmodule
==> flow/run.sh <==
#!/bin/bash
# OpenROAD 26Q1-2900-gdf79404cd8, Yosys 0.63+post, stock flow scripts
make -C /OpenROAD-flow-scripts/flow DESIGN_CONFIG=/design/flow/config.mk WORK_HOME=/design/flow/orfs finish
==> flow/config.mk <==
export PLATFORM = sky130hd
export DESIGN_NAME = decodificadorComportamental
export DESIGN_NICKNAME = decodificadorComportamental
export VERILOG_FILES = /design/flow/design.v
export SDC_FILE = /design/flow/constraint.sdc
export NUM_CORES = 4
export LEC_CHECK = 1
export CORE_AREA = 10 10 70 70
export DIE_AREA = 0 0 80 80
==> flow/constraint.sdc <==
current_design decodificadorComportamental

set clk_period 1.4
set clk_io_pct 0.2

create_clock -name clk0 -period $clk_period

set non_clock_inputs [all_inputs -no_clocks]
set_input_delay [expr $clk_period * $clk_io_pct] -clock clk0 $non_clock_inputs
set_output_delay [expr $clk_period * $clk_io_pct] -clock clk0 [all_outputs]
==> metrics.sh <==
RSZ_0062_RAISED_AFTER_GLOBAL_ROUTING='true'
SLEW-LIMIT-HEADROOM=0.8301
WORST_PIN_SLEW_NS=0.2548
CRITPATHREQUIREDTIME_NS=1.12
CHIPWIDTH_UM=80
GRT_OVERFLOW_TOTAL=0
ANTENNA_FOUND_INITIAL=0
HOLD_PATH.STARTPOINT='SW[0]'
DP_WORST_SETUP_SLACK_NS=-0.8591
SYNTH.TOP_CELLS.BY_AREA='ha_1, o21ai_0, nand2b_1, nor2_1, buf_6'
POST_ROUTE_CELLS_DRIVE_ABOVE_1_SHARE=0.6491
POSTLAYOUTCOREUTIL=0.1626
ROUTE.ANTENNA.DIODE_COUNT=0
YOSYSCHIPAREA_UM2=210.2
POST-LAYOUT-TOTAL-POWER_mW=0.1453
TOP_AREA_FRAC=0.2976
MAX_FREQ_MHz=635.5
VIAS_IN_THE_FIRST_GLOBAL_ROUTE=272
FAILING_CHECKS='negative setup slack'
DETAILEDPLACEMENTHPWL_UM=597.7
FP-UTILIZATION=0.06154
FIRST_ITER_VIOLATIONS=30
CP_COMMON_CELL='buf_6'
GRT_FIRST_PASS_WIRELENGTH_UM=1297
POST_DP_CELL_AREA_UM2=421.7
WORSTPATHMAXFANOUT=3
FINAL.FILL_COUNT=387
REGISTER_SHARE_AFTER_SYNTHESIS=0
OPENROAD.WARNINGS=38
POWER.DENSITY_CELL_AREA_nW_PER_UM2=261.6
HOLD_PATH_DEPTH=4
DIE_AREA_UM2=6400
GLOBAL_ROUTE.USAGE.TOTAL=0.02471
FINAL.HOLD.WORST_SLACK_NS=0.9523
STD_CELL_ROWS=21
LAYOUT.AREA.SEQ_UM2=0
AREA.GROWTH.SYNTH_TO_FINAL_PCT=164.3
CRITICAL_PATH.ENDPOINT='HEX0[3]'
ROUTED_WIRELENGTH_UM=864
FLOP_COUNT=0
TIMING.CRITICAL_PATH.FROM='SW[0]'
FLOORPLAN.IO_PINS=11
DRV.MAX_CAP_VIOLATION_COUNT=0
RUN_STATUS='finished, violations left'
CRIT_ARRIVAL_NS=1.29
WORST_PATH_MAX_DELAY_CELL='or2_4'
SETUP_VIOL_COUNT_FINAL=4
WORST_HOLD_PATH_TYPE='in -> out'
DIE_Y_UM=80
IRDROPWORSTVDD_mV=0.04045
TOP_SIGNAL_LAYER_USED='met3'
ROUTED-VIA-COUNT=288
LAYOUT_WORST_PATH_CYCLE_SHARE=1.124
DRT-VIAS-PER-INSTANCE=2.796
FINISH.INSTANCE_AREA_UM2=555.5
SYNTH.YOSYS.NUM_CELLS=33
STARTPOINT_TYPE='input port'
PLACEABLECOREAREA_UM2=3416
GPL.FINAL_WEIGHTED_CONGESTION=0.7681
SYNTH_AREA_PER_CELL_UM2=6.370
TOTAL_LEAKAGE_POWER_nW=0.2340
DETAIL_ROUTE.DRC_VIOLATIONS=0
WL_MET2_UM=401
YOSYS_WARNINGS=1
REPORT.FINAL.SLEW_VIOL_COUNT=0
TIMING.CRITICAL_PATH.CELLS='buf_8 -> buf_6 -> ha_4 -> or2_4 -> a21oi_4 -> buf_6 -> a31oi_4 -> buf_2'
WORSTSETUPENDPOINTTYPE='output port'
MOST_FREQUENTLY_USED_CELL_TYPE_IN_THE_POST_SYNTHESIS_NETLIST='o21ai_0'
PLACEMENT.IO_BUFFERS=11
ANTENNA_VIOLATING_NETS_POST_ROUTE=0
CTS_HOLD_REPAIR.BUFFERS=0
PERIOD_NEEDED_NS=1.574
MET3_LENGTH_UM=36
WIRE_PER_INST_UM=8.388
CRIT_PATH_MAX_INCR_DELAY_NS=0.23
SYN_AREA_UM2=210.2
FIRSTDRTPASSITERS=4
WORST-SETUP-PATH-TYPE='in -> out'
SYNTHCELLS=33
LAYOUT_SETUP_WS_NS=-0.1736
DRT_MET1_WL_UM=426
GRT_MAX_DEGREE=11
TIMING_HOLD_VIOLATIONS_FINAL=0
SYNTHDOMINANTAREACELLTYPE='ha_1'
SYNTH_CELL_TYPE_COUNT=13
SYNTH.TOP_CELLS.BY_COUNT='o21ai_0, ha_1, nor2_1'
NUM-CLOCK-BUFFERS=0
==> timing repair <==
action,CTS,global route
gates resized,54,13
pin swaps,9,5
setup endpoints to repair,7,6
buffers inserted,4,3
==> worst max-delay path, delay by kind of cell <==
| family | cells | cell delay [ns] |
|---|---|---|
| AND-OR/OR-AND | 2 | 0.18 |
| adder cells (fa/ha/maj) | 1 | 0.14 |
| buffers and inverters | 4 | 0.46 |
| AND/OR/NAND/NOR | 1 | 0.23 |
==> layer usage <==
layer | GRT usage | vias to the layer above
met5 | 0 | -
met4 | 0 | 0
met3 | 0.003409 | 0
met2 | 0.04334 | 6
met1 | 0.03296 | 128
li1 | - | 154
==> cells by family (layout without fill, tap and decap cells) <==
group | Yosys count | after routing | synth area share
AND/OR/NAND/NOR | 13 | 13 | 0.3096
adder cells (fa/ha/maj) | 5 | 5 | 0.2976
AND-OR/OR-AND | 10 | 10 | 0.2619
buffers and inverters | 5 | 29 | 0.1309
==> cell usage in the layout, fill, tap and decap left out <==
| cell type | n |
|---|---|
| clkbuf_2 | 1 |
| nand2_1 | 2 |
| nand2b_4 | 1 |
| dlygate4sd2_1 | 2 |
| buf_8 | 2 |
| inv_4 | 1 |
| ha_1 | 1 |
| a21oi_2 | 1 |
| nor2_4 | 1 |
| inv_2 | 1 |
| a21oi_1 | 1 |
| or2b_1 | 1 |
| nor2_1 | 4 |
| a21oi_4 | 1 |
| ha_4 | 3 |
| inv_1 | 1 |
| o21ai_2 | 1 |
| or2_4 | 1 |
| buf_6 | 5 |
| o21ai_0 | 2 |
| buf_2 | 6 |
| a31oi_4 | 1 |
| nand2b_1 | 3 |
| o21ai_1 | 3 |
| ha_2 | 1 |
| buf_4 | 10 |
==> layout make-up <==
class / instances / area [µm²] / area share
Multi-Input combinational cell: 28 / 270.3 / 0.4865
Timing Repair Buffer: 26 / 214.0 / 0.3851
Tap cell: 46 / 57.56 / 0.1036
Inverter: 3 / 13.76 / 0.02477
==> per-stage QoR <==
step	TNS, ns	cells
2_1_floorplan	0	33
3_3_place_gp	-5.375	96
3_5_place_dp	-5.370	96
4_1_cts	-0.4416	100
5_1_grt	-0.7553	103
6_report	-0.4854	103
==> worst min-delay path by stage <==
stage / endpoint / slack, ns
final: HEX0[4] / 0.95
after global routing: HEX0[4] / 1.00
after CTS: HEX0[4] / 0.97
==> power by group <==
| part | leakage, nW | switching, mW | internal [mW] |
|---|---|---|---|
| clock network | 0 | 0 | 0 |
| logic | 0.234 | 0.0603 | 0.0850 |
| registers | 0 | 0 | 0 |
| total | 0.234 | 0.0603 | 0.0850 |
No activity file was given, so power comes from the tool's default toggle rates.
